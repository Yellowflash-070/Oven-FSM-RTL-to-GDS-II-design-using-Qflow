## design/flow/design.v

```verilog
`timescale 1ns / 1ps
module Oven_FSM(clk,rst,start_btn,pause_btn,door_open,set_temp,set_time,mode_sel,
fan,light,buzzer,temp,timer,hrod1,hrod2,hrod3,hrod4,high_grill);
input clk,rst,start_btn,pause_btn,door_open;
input [7:0]set_temp,set_time;
input [1:0]mode_sel;
input high_grill;
output reg fan,light,buzzer;
output reg hrod1,hrod2,hrod3,hrod4;
output reg [7:0]temp;
output reg [7:0]timer;
parameter Idle = 3'b000;
parameter Preheating = 3'b001;
parameter Cooking = 3'b010;
parameter Grilling = 3'b011;
parameter Baking = 3'b100;
parameter Pause = 3'b101;
reg [2:0]state,next_state;
reg flag,timer_start;
assign set_temp = 0;
initial
    begin
        state = Idle;
        next_state = Idle;
        temp = 0;
        flag = 0;
        timer = 0;
    end
always @(posedge clk, posedge rst)
        begin
            if(rst)
                begin
                    state <= Idle;
                end    
            else
                    state <= next_state;
        end
always @(*)
    begin
        case(state)
            Idle : begin
                    if(start_btn && !door_open)
                        case(mode_sel)
                            2'b00 : next_state = Preheating;
                            2'b01 : next_state = Cooking;
                            2'b10 : next_state = Grilling;
                            2'b11 : next_state = Baking;
                            default : next_state = Idle;
                        endcase
                    else
                        next_state = Idle;    
                   end
            Preheating: begin
                        if (pause_btn) 
                            next_state = Pause;
                        else 
                            next_state = Preheating;
                     end
            Cooking: begin
                        if (pause_btn) 
                            next_state = Pause;
                        else if (timer == 0) 
                            next_state = Idle;
                        else 
                            next_state = Cooking;
                     end 
            Grilling: begin
                        if (pause_btn) 
                            next_state = Pause;
                        else if (timer == 0) 
                            next_state = Idle;
                        else 
                            next_state = Grilling;
                     end
            Baking: begin
                        if (pause_btn) 
                            next_state = Pause;
                        else if (timer == 0) 
                            next_state = Idle;
                        else 
                            next_state = Baking;
                     end
            Pause:     begin
                        if (!pause_btn)
                            begin
                                    timer_start = 1'b1;
                                    case(mode_sel)
                                        2'b00 : next_state = Preheating;
                                        2'b01 : next_state = Cooking;
                                        2'b10 : next_state = Grilling;
                                        2'b11 : next_state = Baking;
                                        default : next_state = Idle;
                                    endcase
                            end
                        else
                            next_state = Pause;
                       end
            default :       next_state = Idle;                 
        endcase
    end
always @(state,timer,timer_start,flag)
    begin
        case(state)
            Idle: begin
                    timer_start = 1'b0;
                    light = 1'b1;
                    buzzer = 1'b0;
                    fan = 1'b0;
                    hrod1 = 1'b0;   
                    hrod2 = 1'b0;   
                    hrod3 = 1'b0;   
                    hrod4 = 1'b0;   
                  end
            Preheating: begin
                            temp = set_temp;
                            light = 1'b1;
                            buzzer = 1'b0;
                            fan = 1'b0;
                            hrod1 = 1'b0;   
                            hrod2 = 1'b0;   
                            hrod3 = 1'b1;   
                            hrod4 = 1'b0;     
                        end
            Cooking: begin
                        if(flag)
                            begin
                                timer = timer;
                                flag = 1'b0;
                                timer_start = 1'b1;
                            end
                        else if(!timer_start)
                            begin
                             timer = set_time;
                             timer_start = 1'b1;
                            end
                        else
                            timer = timer;
                        temp = set_temp;    
                        light = 1'b1;
                        hrod1 = 1'b0;   
                        hrod2 = 1'b1;   
                        hrod3 = 1'b1;   
                        hrod4 = 1'b0;
                        if(timer == 0)
                            begin
                                buzzer = 1'b1;
                                fan = 1'b1;
                            end
                        else
                            begin
                                buzzer = 1'b0;
                                fan = 1'b0;
                            end   
                     end
            Grilling: begin
                        if(flag)
                            begin
                                timer = timer;
                                flag = 1'b0;
                                timer_start = 1'b1;
                            end
                        else if(high_grill && !timer_start)
                            begin
                             timer = set_time;
                             timer_start = 1'b1;
                            end
                        else if(!timer_start)
                            begin
                                timer = 8'b01011010;
                                timer_start = 1'b1;
                            end
                        else
                            timer = timer;
                        temp = set_temp;   
                        light = 1'b1;
                        hrod1 = 1'b0;   
                        hrod2 = 1'b1;   
                        hrod3 = 1'b1;   
                        hrod4 = 1'b0;
                        if(timer == 0)
                            begin
                                buzzer = 1'b1;
                                fan = 1'b1;
                            end
                        else
                            begin
                                buzzer = 1'b0;
                                fan = 1'b0;
                            end   
                      end
            Baking: begin
                        if(flag)
                            begin
                                timer = timer;
                                flag = 1'b0;
                                timer_start = 1'b1;
                            end
                        else if(!timer_start)
                            begin
                             timer = set_time;
                             timer_start = 1'b1;
                            end
                        else
                            timer = timer;
                        temp = set_temp;
                        light = 1'b1;
                        hrod1 = 1'b1;   
                        hrod2 = 1'b1;   
                        hrod3 = 1'b1;   
                        hrod4 = 1'b1;
                        if(timer == 0)
                            begin
                                buzzer = 1'b1;
                                fan = 1'b1;
                            end
                        else
                            begin
                                buzzer = 1'b0;
                                fan = 1'b0;
                            end   
                     end
            Pause: begin
                        timer_start = 1'b0;
                        flag = 1'b1;
                        light = 1'b1;
                        buzzer = 1'b0;
                        fan = 1'b0;
                        hrod1 = 1'b0;   
                        hrod2 = 1'b0;   
                        hrod3 = 1'b0;   
                        hrod4 = 1'b0;
                   end
            default: begin
                        light = 1'b1;
                        buzzer = 1'b0;
                        fan = 1'b0;
                        hrod1 = 1'b0;   
                        hrod2 = 1'b0;   
                        hrod3 = 1'b0;   
                        hrod4 = 1'b0;   
                      end 
        endcase        
    end
always @(posedge clk, posedge rst)
    begin
        if(rst)
            timer <= 0;
        else if (timer_start)
            if(timer > 0)
                timer <= timer - 1;
            else
                timer <= timer;
        else
            timer <= timer;
    end
endmodule
```

## design/flow/run.sh

```bash
#!/bin/bash
# OpenROAD 26Q1-2900-gdf79404cd8, Yosys 0.63+post, stock flow scripts
make -C /OpenROAD-flow-scripts/flow DESIGN_CONFIG=/design/flow/config.mk WORK_HOME=/design/flow/orfs finish
```

## design/flow/config.mk

```make
export PLATFORM = sky130hd
export DESIGN_NAME = Oven_FSM
export DESIGN_NICKNAME = Oven_FSM
export VERILOG_FILES = /design/flow/design.v
export SDC_FILE = /design/flow/constraint.sdc
export NUM_CORES = 4
export LEC_CHECK = 1
export CORE_AREA = 10 10 70 70
export DIE_AREA = 0 0 80 80
```

## design/flow/constraint.sdc

```tcl
current_design Oven_FSM

set clk_period 2.1
set clk_io_pct 0.2

create_clock -name clk0 -period $clk_period [get_ports {clk}]

set non_clock_inputs [all_inputs -no_clocks]
set_input_delay [expr $clk_period * $clk_io_pct] -clock clk0 $non_clock_inputs
set_output_delay [expr $clk_period * $clk_io_pct] -clock clk0 [all_outputs]
```

==> deck_impl_summary.md <==
Run Summary

Run status
  • Outcome: aborted with a tool error
  • Stage reached: synthesis
  • Err: ERROR: Found 8 problems in 'check -assert'.

Synthesis
  • Yosys stat area: 523 um^2
  • Top cells, area: buf_4 (40%), dfrtp_1 (14%), ha_1 (7.2%)
  • Post-synth top area cell: buf_4
  • Area share, top type: 0.402
  • YS warnings: 1
  • Ys cells: 64
  • Cell Type Count: 23
  • Synth flops: 3
  • Seq share, synth: 0.144
-- logic make-up after synthesis --
kind of cell    synth area share
compound gates            0.0311
other cells               0.0144
fa+ha+maj                 0.0718
xor+xnor                  0.0167
mux                       0.0215
flops                      0.144
buf+inv                    0.474
simple gates               0.227
-- Yosys cell counts --
master / n
or3_1: 2
buf_4: 28
nand3_1: 1
nor3b_2: 1
nor4_1: 1
a31oi_1: 1
nand2_1: 2
inv_1: 4
xnor2_1: 1
dfrtp_1: 3
a21oi_1: 1
o21ai_1: 1
nand4_1: 1
nor4b_4: 1
nor2_1: 3
conb_1: 2
nor2b_1: 1
ha_1: 3
nand3b_1: 1
mux2_2: 1
buf_6: 2
nand2b_1: 2
and2_2: 1
